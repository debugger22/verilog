===== design/flow/run.sh =====
#!/bin/bash
# OpenROAD 26Q1-2900-gdf79404cd8, Yosys 0.63+post, stock flow scripts
make -C /OpenROAD-flow-scripts/flow DESIGN_CONFIG=/design/flow/config.mk WORK_HOME=/design/flow/orfs finish

===== design/flow/config.mk =====
export PLATFORM = sky130hd
export DESIGN_NAME = complementer
export DESIGN_NICKNAME = complementer
export VERILOG_FILES = /design/flow/design.v
export SDC_FILE = /design/flow/constraint.sdc
export NUM_CORES = 4
export LEC_CHECK = 1
export CORE_AREA = 10 10 70 70
export DIE_AREA = 0 0 80 80

===== design/flow/constraint.sdc =====
current_design complementer

set clk_period 1.9
set clk_io_pct 0.2

create_clock -name clk0 -period $clk_period

set non_clock_inputs [all_inputs -no_clocks]
set_input_delay [expr $clk_period * $clk_io_pct] -clock clk0 $non_clock_inputs
set_output_delay [expr $clk_period * $clk_io_pct] -clock clk0 [all_outputs]

===== design/flow/design.v =====
`timescale 1ns / 1ps
module complementer(compIn, compOut);
	input [7:0] compIn;
	output reg [7:0] compOut;
	always@(compIn,compOut)
		begin
			compOut = ~compIn + 8'd1;
		end
endmodule

==> results_dict.tcl <==
# collected from the flow reports
set metrics [dict create \
    status "finished, final reports clean" \
    tightest_slew_ns 0.281 \
    drc 0 \
    grt_usage_pct 1.82 \
    power_frac_comb_pct 100.0 \
    wire_per_inst_um 7.51 \
    utilization_pct 11.4 \
    path_class "in -> out" \
    max-cap-violations 0 \
    core_util_floorplan_pct 4.03 \
    max_stage_delay_ns 0.56 \
    grt-ovfl-total 0 \
    antenna_cells 0 \
    peakVddDrop_mv 0.0204 \
    ioPinCount 16 \
    switching_share_pct 35.9 \
    firstDrtPassIters 2 \
    ys_seq_share_pct 0 \
    hp-class "in -> out" \
    synth_area_um2 138 \
    p_per_area_mw_per_mm2 163 \
    core_mm2 0.00342 \
    top_cell "xnor2_1" \
    cts_hold_buf 0 \
    area_growth_pct 184 \
    syn_avg_cell_area_um2 7.65 \
    cp.depth 5 \
    p_leak_nw 0.161 \
    finalNonFillerCells 84 \
    crit_chain "buf_6, or4_4, nor2_4, xnor2_1, dlygate4sd2_1" \
    row_count 21 \
    io_buffers 16 \
    path_max_fanout 2 \
    top_cell_area_share_pct 25.5 \
    seq_cell_count 0 \
    crit_arrival_ns 1.48 \
    syn_inst 18 \
    rsz0062_at_grt "yes" \
    post-route-min-period_ns 1.86 \
    worstPathRequired_ns 1.52 \
    total_power_w 0.0000635 \
    routed_via_density 2.30 \
    p_sw_w 0.0000228 \
    finalCritPeriodShare_pct 98.1 \
    grt_pass1_wl_um 959 \
    fill_cells 399 \
    crit_family "simple AND/OR/NAND/NOR gates" \
    synth_warnings 1 \
    chipArea_mm2 0.00640 \
    ant_nets 0 \
    intPower_w 0.0000407 \
    crit_buf_inv 2 \
    relSlewSlack_pct 81.2 \
    dp_slack_ns -0.639 \
    common_cells "4 x xnor2_1, 3 x nor2_1, 2 x inv_1, 2 x xor2_1" \
    slew_violations 0 \
    ys_cells 18 \
    holdPathStages 4 \
    layout.area.seq_um2 0 \
    end_kind "output port" \
    layout_setup_ws_ns 0.0354 \
    grt_start_max_net_pins 5 \
    drt-initial-drc-count 2 \
    drive_above_1_share_pct 36.8 \
    crit_path_start_kind "input pin" \
    dp_cells 84 \
    max_freq_mhz 536 \
    gp_congestion 0.741 \
    wl_um 631 \
    via_count 193 \
    clock_buffers 0 \
    logic_area_um2 144 \
    finalHoldViolCount 0 \
    die.size.y_um 80 \
    warnings 34 \
    synthTopCellsByArea "xnor2_1 25%, nor4_4 15%, xor2_1 13%" \
    antenna_found_initial 0 \
    finalSetupViolations 0 \
    p_seq_share_pct 0 \
    largest_area_cell "xnor2_1" \
    synth_cell_types 11 \
    die_w_um 80 \
    synth_chip_area_um2 138 \
    power_frac_clock_pct 0 \
    grt_pass1_vias 218 \
    slowest_stage "or4_4" \
]
layout by cell type, fill, tap and decap left out:
cell	count
nor4_4	1
nand3_1	1
buf_4	5
nor2_4	1
ha_2	1
dlygate4sd2_1	6
nor3_4	1
nor2_1	2
buf_6	1
nand2_1	1
inv_1	2
or4_4	1
xor2_1	2
buf_2	3
xnor2_1	4
dlymetal6s2s_1	2
clkdlybuf4s50_1	3
clkdlybuf4s15_1	1
through the flow:
stage | hold slack [ns] | cell area, µm² | setup TNS, ns
6_report | 1.11 | 390 | 0
5_1_grt | 1.15 | 390 | -0.00308
2_1_floorplan | 0.789 | 138 | 0
3_5_place_dp | 1.71 | 385 | -3.20
3_3_place_gp | 1.71 | 385 | -3.12
4_1_cts | 1.24 | 379 | -0.0555
per-layer routing:
metal,vias up,track usage [%],wire [µm],part of all wire (%)
met3,0,1.25,142,23
met1,79,2.44,289,46
met4,0,0,0,0
met5,-,0,0,0
li1,100,-,-,-
met2,14,2.49,199,32
final cells by class:
type | count | area share (%)
Multi-Input combinational cell | 15 | 36.9
Tap cell | 46 | 14.7
Inverter | 2 | 1.92
Timing Repair Buffer | 21 | 46.5
kinds of logic after synthesis:
group | count (synthesis) | synth area share [%]
buffers and inverters | 3 | 10.9
adders and majority gates | 1 | 9.09
and+or+nand+nor | 8 | 41.8
xor gates and xnor gates | 6 | 38.2
path summary, 6_finish.rpt:
check / startpoint / endpoint / slack (ns)
min: compIn[3] / compOut[3] / 1.11
max: compIn[3] / compOut[5] / 0.04
power groups by stage:
stage | combinational (W) | clock, W | sequential (W)
after CTS | 0.0000644 | 0 | 0
after global routing | 0.0000713 | 0 | 0
final | 0.0000635 | 0 | 0
what timing repair did:
item,CTS,global route
resized,28,3
pin swaps,5,2
setup endpoints to repair,7,3
buffers inserted,0,0
No activity file was given, so power comes from the tool's default toggle rates.
