==> flow/design.v <==
`timescale 1ns / 1ps
module adder(op1,op2,result,ofFlag);
    input [7:0] op1;
    input [7:0] op2;
    output reg [7:0] result;
    output reg ofFlag;
	always@(op1,op2)
		begin
			{ofFlag,result} = op1 + op2;
			if(result[7]==!op1[7] && op1[7]==op2[7])
				begin
					ofFlag =  1'b1;
				end
			else
				begin
					ofFlag = 1'b0;
				end
		end
endmodule
==> flow/run.sh <==
#!/bin/bash
# OpenROAD 26Q1-2900-gdf79404cd8, Yosys 0.63+post, stock flow scripts
make -C /OpenROAD-flow-scripts/flow DESIGN_CONFIG=/design/flow/config.mk WORK_HOME=/design/flow/orfs finish
==> flow/config.mk <==
export PLATFORM = sky130hd
export DESIGN_NAME = adder
export DESIGN_NICKNAME = adder
export VERILOG_FILES = /design/flow/design.v
export SDC_FILE = /design/flow/constraint.sdc
export NUM_CORES = 4
export LEC_CHECK = 1
export CORE_AREA = 10 10 70 70
export DIE_AREA = 0 0 80 80
==> flow/constraint.sdc <==
current_design adder

set clk_period 4.7
set clk_io_pct 0.2

create_clock -name clk0 -period $clk_period

set non_clock_inputs [all_inputs -no_clocks]
set_input_delay [expr $clk_period * $clk_io_pct] -clock clk0 $non_clock_inputs
set_output_delay [expr $clk_period * $clk_io_pct] -clock clk0 [all_outputs]
==> COMMIT_EDITMSG <==
Add synthesis and place-and-route results

* Clock buffer count: 0
* DRT Pass-1 Iters: 2
- The floorplan has 21 rows.
- The routed layout reports a DRC error count of 0.
- Pin count of the biggest net entering global routing: 5
- Per the final timing report, the hold violations number 0.
- Lkg Pwr: ~0.23 nW
- Setup TNS after final layout: 0 ns
* Min cycle time layout: between 4 and 5 ns
* Non-filler cells in the finished layout: between 100 and 150
- Detailed-route wire length per cell: roughly 9.5 um
* Worst IR Drop VDD: between 50 and 60 uV
- Utilization of the core after routing: 0.172
* Slowest-stage cell, CP: sky130_fd_sc_hd__clkdlybuf4s50_1
- Distinct cells, synth: 17
- Post-Synthesis Cell Area: about 280 um2
- Overall die height: approximately 80 um
- The number of antenna diodes in the final layout is 0.
* Vias post-DR: around 320
- Part of the cycle the worst path needs: 0.874
- Of the cells placed in the final design, the portion with a size suffix greater than 1 is 0.0339.
* I/O Pins: 25
- Post-CTS Setup Bufs: 0
- Critical path data arrival time: between 3 and 4 ns
* Run status: finished, final reports clean
- Summed over all nets, the half-perimeter wirelength after detailed placement is between 900 and 1000 um.
- Per the post-route antenna check, the number of violating nets is 0.
- By area the synthesized netlist is led by sky130_fd_sc_hd__ha_1 (31%), sky130_fd_sc_hd__xnor2_1 (13%), sky130_fd_sc_hd__xor2_1 (9.4%).
* Share of Yosys cell area claimed by the top area cell type: 0.314
- The congestion estimate from routability-driven global placement came to between 0.8 and 0.9.
* Kind of end point of the critical path: output port
- Max fanout on the critical path was recorded as 2.
- Startpoint type of the worst setup path: input port
* Core Util at FP: 0.0817
- Cell count listed in synth_stat.txt: 34
- Detailed-route wire length: ~1000 um
* Grt ovf: 0
- The share of the Yosys chip area taken by registers is 0.
- Number of warning messages in the logs: 32
- The library cell used most frequently in the layout, excluding fill and tap cells, is sky130_fd_sc_hd__clkdlybuf4s50_1.
* Die outline width: around 80 um
- Per the run report, area growth between synthesis and finish was 110%.
- The warning tally printed by Yosys for this design is 1.
* Fillers: roughly 400
- Flip-flop and latch area: 0 um2
- Setup CP Type: input port to output port
- The OpenROAD report gives the critical path a required time of 3.76 ns.
* Vias in the first global route: between 300 and 400
- Layout sequential cell count: 0
- Path class of the lowest-slack min-delay path: input port to output port
* Number of buffer cells added on primary ports: 25
* First DRT Iteration DRCs: 2
- The first global-routing pass estimated 1550 um of wire.
* Post-CTS Hold Fix Bufs: 0
- Hold is met by about 2.9 ns.
* Maximum cell stage delay along the critical path: ~0.5 ns
- Post-Synthesis Mean Instance Area: between 8 and 9 um2
- Measured against its own limit, the worst slew margin works out to 0.855.
- The report lists the number of cells resized after CTS as 0.
- For this run, the chip area from Yosys synthesis comes to about 280 um2.
* Setup-violating endpoint count in the final report: 0
- Number of standard cells after synthesis: 34
* Area of the placeable core: about 0.0034 mm2
- Post-Place Cells: between 100 and 150
- Total global-route track usage over all layers is 0.0296.
- The initial antenna violation count was 0.
- Crit path cell chain: clkdlybuf4s50_1 > ha_1 > fa_1 > a21oi_1 > o211ai_1 > a21oi_1 > xnor2_1 > clkdlybuf4s50_1
* Most frequent cells in the layout: sky130_fd_sc_hd__clkdlybuf4s50_1 (25), sky130_fd_sc_hd__ha_1 (7), sky130_fd_sc_hd__nand2_1 (4), sky130_fd_sc_hd__a21oi_1 (4), sky130_fd_sc_hd__xnor2_1 (4)
* Max Clock Freq: approximately 240 MHz
- Power density over cell area: 128 mW/mm2
* RSZ-0062 raised after global routing: no
- Tally of max-capacitance violations: 0
- The worst hold path passes through 4 cells.
- Transition time at the pin with the least slew margin: approximately 0.22 ns
- Looking at area per cell type in the netlist, the leader is sky130_fd_sc_hd__ha_1.
- Total Die Area: 0.00640 mm2
- Vias per std cell: just over 3
- Multi-input combinational cell area: 275 um2
* Max Transition Viols Final: 0
[per-layer routing]
| layer | routed length (um) | GRT usage |
|---|---|---|
| met5 | 0 | 0 |
| met4 | 0 | 0 |
| met3 | 247 | 0.0239 |
| met2 | 220 | 0.0289 |
| met1 | 532 | 0.0471 |
[worst max-delay path, delay by kind of cell]
kind	cells	cell delay [ns]
XOR/XNOR	1	0.15
AND-OR/OR-AND	3	0.54
adder cells (fa/ha/maj)	2	0.63
buffers and inverters	2	0.90
[area by class of cell]
cell class	count	share of cell area
repair buffers	25	0.426
well taps	46	0.0981
inverters	1	0.00640
multi-input cells	33	0.469
[synth_stat cells, drive strengths merged]
cell type  number
mux2i           1
nor2b           1
o21ai           1
nand2           4
fa              1
a21o            1
ha              7
o211ai          1
o21a            1
or2             1
xor2            3
o31a            1
a21oi           5
nor2            1
xnor2           4
inv             1
[kinds of logic (layout without fill, tap and decap cells)]
logic type,count (synthesis),in the layout,synth area share
buffers and inverters,1,26,0.0134
XOR/XNOR,7,7,0.220
multiplexers,1,1,0.0359
adder cells (fa/ha/maj),8,8,0.386
AND/OR/NAND/NOR,7,7,0.112
AND-OR/OR-AND,10,10,0.233
[report_power, final]
group	internal (mW)	total (mW)	switching, mW
Sequential	0	0	0
Clock	0	0	0
Combinational	0.0508	0.0749	0.0241
Total	0.0508	0.0749	0.0241
[final timing paths]
path	from	endpoint	slack (ns)
max	op1[0]	result[6]	0.59
min	op2[7]	ofFlag	2.88
[per-stage QoR]
step | setup WS [ns] | total power [mW] | area, um2
4_1_cts | 0.586 | 0.0760 | 587
5_1_grt | 0.475 | 0.0837 | 587
2_1_floorplan | 1.69 | 0.0269 | 279
3_5_place_dp | 0.616 | 0.0751 | 587
3_3_place_gp | 0.603 | 0.0748 | 587
6_report | 0.594 | 0.0749 | 587
No activity file was given, so power comes from the tool's default toggle rates.
