==> flow/design.v <==
`timescale 1ns / 1ps
module mux16to1(
    input [15:0] outR0,
    input [15:0] outR1,
    input [15:0] outR2,
    input [15:0] outR3,
    input [15:0] outR4,
    input [15:0] outR5,
    input [15:0] outR6,
    input [15:0] outR7,
    input [15:0] outR8,
    input [15:0] outR9,
    input [15:0] outR10,
    input [15:0] outR11,
    input [15:0] outR12,
    input [15:0] outR13,
    input [15:0] outR14,
    input [15:0] outR15,
    input [3:0] se1,
    output reg [15:0] outBus
    );
	always @ (*)
		begin
		outBus = 0;
			case (se1)
				4'h0 : outBus = outR0;
				4'h1 : outBus = outR1;
				4'h2 : outBus = outR2;
				4'h3 : outBus = outR3;
				4'h4 : outBus = outR4;
				4'h5 : outBus = outR5;
				4'h6 : outBus = outR6;
				4'h7 : outBus = outR7;
				4'h8 : outBus = outR8;
				4'h9 : outBus = outR9;
				4'hA : outBus = outR10;
				4'hB : outBus = outR11;
				4'hC : outBus = outR12;
				4'hD : outBus = outR13;
				4'hE : outBus = outR14;
				4'hF : outBus = outR15;
			endcase
		end
endmodule
==> flow/run.sh <==
#!/bin/bash
# OpenROAD 26Q1-2900-gdf79404cd8, Yosys 0.63+post, stock flow scripts
make -C /OpenROAD-flow-scripts/flow DESIGN_CONFIG=/design/flow/config.mk WORK_HOME=/design/flow/orfs finish
==> flow/config.mk <==
export PLATFORM = sky130hd
export DESIGN_NAME = mux16to1
export DESIGN_NICKNAME = mux16to1
export VERILOG_FILES = /design/flow/design.v
export SDC_FILE = /design/flow/constraint.sdc
export NUM_CORES = 4
export LEC_CHECK = 1
export CORE_AREA = 10 10 114 114
export DIE_AREA = 0 0 124 124
==> flow/constraint.sdc <==
current_design mux16to1

set clk_period 4.9
set clk_io_pct 0.2

create_clock -name clk0 -period $clk_period

set non_clock_inputs [all_inputs -no_clocks]
set_input_delay [expr $clk_period * $clk_io_pct] -clock clk0 $non_clock_inputs
set_output_delay [expr $clk_period * $clk_io_pct] -clock clk0 [all_outputs]
==> results.txt <==
flow finished, numbers: Hold/Removal Path Class in -> out, pre-CTS setup slack around 480 ps, Post-Route WL around 18 mm, Max Slew Vio Count 0, post_cts resized 0, Buf+Inv Stages, Crit Path 3, Worst Setup SP se1[3], fin cells around 700, Post-route DRC 0, P per Cell Area 87.6 nW/um^2, WHS 2880 ps, period utilization 89.5%, Port Buf Inserts approximately 280, critical path, cell by cell buf_2 > buf_4 > nor2b_1 > a22oi_1 > o22ai_1 > a221oi_1 > a31oi_1 > clkdlybuf4s50_1, Row Count 37, die area ~15,000 um^2, # hold bufs at CTS 0, yosys stat area ~2200 um^2, Max-Cap Viols 0, critical path's slowest cell nor2b_1, DR pass1 iterations 6, tool warnings 32, Final Hold Fails 0, Core Util at FP about a fifth, Leak around 0.0018 uW, largest net degree at the start of global routing 31, critical path endpoint category output port, initial antenna violation count 1, area of the mapped netlist 2180 um^2, Placed Cells between 700 and 800, post-layout util between 40% and 50%, Total GRT Usage between 20% and 30%, status completed, Setup crit start kind primary input, Crit path required time 3920 ps, core area 10,400 um^2, clkbuf count 0, critical path class in -> out, Mapped Cells between 300 and 400, global-route wire length before repair 25.5 mm, initial drt markers about 260, layout cells sized above 1 between 6 and 7%, GRT Residual Overflow 0, Tmin final about 4400 ps, Commonest Layout Cell clkdlybuf4s50_1, hold path startpoint se1[0], total negative slack 0 ps, vias per inst ~5.4, DRT antenna net count 0, placer's final routability congestion estimate about 0.95, Die Y 124 um, Yosys cell types 41, flip-flop and latch area 0 um^2, setup ws final a little over 500 ps, fmax ~230 MHz, DPL Wire Length about 15 mm, unrepaired setup endpoints after global routing no, Critical Path AT between 3000 and 4000 ps, final setup fails 0, Largest stage delay, worst path approximately 750 ps, VDD IR max between 0.03 and 0.04 mV, register share after synthesis 0%, Top Layout Cells clkdlybuf4s50_1 (272), a22oi_1 (54), nor2_1 (32), nand2_1 (32), Flops 0, Die Wd approximately 120 um, wire per inst ~25 um, CP delay by family, top buffers and inverters, # IOs roughly 280, Syn Area/Cell ~6.7 um^2, Yosys Instances between 300 and 400, Crit Path Max Fanout 20, Via Count approximately 3,800, Slew HR between 40% and 50%, measured slew at the worst slew-check pin 893 ps, synth warn 1, Syn-to-layout area delta 128%, post-CTS setup buffer count 0, vias in the first global route ~4,000
==> kinds of logic (layout without fill, tap and decap cells) <==
| group | count (synthesis) | count (layout) | share of synthesized area, % |
|---|---|---|---|
| AND/OR/NAND/NOR | 89 | 89 | 19.3 |
| AND-OR/OR-AND | 175 | 175 | 60.3 |
| other | 0 | 1 | 0 |
| multiplexers | 18 | 18 | 9.56 |
| buffers and inverters | 44 | 293 | 10.9 |
==> Yosys cell counts <==
| cell type | count | area, um^2 |
|---|---|---|
| a31oi_1 | 17 | 106 |
| nand4_1 | 2 | 12.5 |
| o221ai_1 | 3 | 26.3 |
| o31ai_1 | 1 | 7.51 |
| inv_1 | 3 | 11.3 |
| nor2_2 | 1 | 6.26 |
| buf_1 | 1 | 3.75 |
| buf_2 | 19 | 95.1 |
| o22ai_1 | 13 | 81.3 |
| a221o_1 | 1 | 10.0 |
| or2_0 | 1 | 6.26 |
| a221oi_1 | 14 | 123 |
| buf_4 | 7 | 52.6 |
| and2b_1 | 1 | 7.51 |
| nor3b_1 | 1 | 7.51 |
| a211o_1 | 12 | 105 |
| and3_1 | 6 | 37.5 |
| o21ai_0 | 3 | 15.0 |
| buf_6 | 3 | 33.8 |
| mux2_2 | 13 | 146 |
| mux2i_1 | 4 | 40.0 |
| clkbuf_1 | 11 | 41.3 |
| or2_1 | 1 | 6.26 |
| a2bb2o_1 | 1 | 10.0 |
| and2_1 | 3 | 18.8 |
| nand2b_4 | 1 | 13.8 |
| nand2_1 | 32 | 120 |
| a211oi_1 | 4 | 30.0 |
| nor2b_1 | 5 | 31.3 |
| o2bb2ai_1 | 12 | 105 |
| nor2_1 | 32 | 120 |
| mux4_2 | 1 | 22.5 |
| nor3b_4 | 1 | 18.8 |
| nor2b_2 | 1 | 8.76 |
| a21oi_1 | 17 | 85.1 |
| a32oi_1 | 3 | 26.3 |
| nand2b_1 | 1 | 6.26 |
| a311o_1 | 1 | 10.0 |
| a22o_1 | 16 | 140 |
| o32a_1 | 3 | 30.0 |
| a22oi_1 | 54 | 405 |
==> worst paths after layout <==
kind | endpoint | slack (ps) | cells past startpoint
worst max-delay path | outBus[11] | 510 | 8
worst min-delay path | outBus[13] | 2880 | 3
==> tightest hold or removal path, stage by stage <==
cell and delay, ps:
buf_2 240, a221o_1 200, clkdlybuf4s50_1 480
==> cell type report <==
type	instances	area (um^2)
Inverter	3	11.3
Tap cell	136	170
Multi-Input combinational cell	282	1950
Antenna cell	1	2.50
Fill cell	1050	5440
Timing Repair Buffer	290	2850
==> routing by layer <==
| metal | track usage (%) | part of all wire [%] | vias up |
|---|---|---|---|
| met5 | 0 | 0.073 | - |
| met4 | 2.01 | 1.1 | 2 |
| met3 | 5.60 | 10 | 12 |
| met2 | 37.1 | 49 | 215 |
| met1 | 28.3 | 40 | 1772 |
| li1 | - | - | 1825 |
==> where the power goes <==
group           leakage [uW]  switching, uW  internal, uW  total (uW)
Clock          0.00000000634              0     0.0000273   0.0000273
Combinational        0.00179            148           288         436
Sequential                 0              0             0           0
==> per-stage QoR <==
step           instance area [um^2]  power, uW
3_3_place_gp                   4980        436
3_5_place_dp                   4980        436
4_1_cts                        4980        439
5_1_grt                        4980        469
6_report                       4980        436
2_1_floorplan                  2180        146
Power is estimated from default activity; no workload was simulated.
